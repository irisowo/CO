===== flow/run.sh =====
#!/bin/bash
# OpenROAD 26Q1-2900-gdf79404cd8, Yosys 0.63+post, stock flow scripts
make -C /OpenROAD-flow-scripts/flow DESIGN_CONFIG=/design/flow/config.mk WORK_HOME=/design/flow/orfs finish

===== flow/config.mk =====
export PLATFORM = sky130hd
export DESIGN_NAME = Forwarding
export DESIGN_NICKNAME = Forwarding
export VERILOG_FILES = /design/flow/design.v
export SDC_FILE = /design/flow/constraint.sdc
export NUM_CORES = 4
export LEC_CHECK = 1
export CORE_AREA = 10 10 70 70
export DIE_AREA = 0 0 80 80

===== flow/constraint.sdc =====
current_design Forwarding

set clk_period 3.2
set clk_io_pct 0.2

create_clock -name clk0 -period $clk_period

set non_clock_inputs [all_inputs -no_clocks]
set_input_delay [expr $clk_period * $clk_io_pct] -clock clk0 $non_clock_inputs
set_output_delay [expr $clk_period * $clk_io_pct] -clock clk0 [all_outputs]

===== flow/design.v =====
module Forwarding(
            RegWrite_mem,
            RegWrite_wb,
            rs_idex,
            rt_idex,
            rd_exmem,
            rd_memwb,
            forwarda,
            forwardb
);
input       RegWrite_mem;
input       RegWrite_wb;
input [4:0] rs_idex;
input [4:0] rt_idex;
input [4:0] rd_exmem;
input [4:0] rd_memwb;
output [1:0] forwarda;
output [1:0] forwardb;
reg [1:0] forwarda;
reg [1:0] forwardb;
always@(*) begin
    if(RegWrite_mem == 1'b1 && rd_exmem != 5'd0 && rs_idex == rd_exmem)
        forwarda <= 2'b01;
    else if(RegWrite_wb == 1'b1 && rs_idex == rd_memwb && rd_memwb != 5'd0 && (!((RegWrite_mem)&&(rd_exmem!=0)&&(rs_idex == rd_exmem))) )
        forwarda <= 2'b10;
    else
        forwarda <= 2'b00;
    if(RegWrite_mem == 1'b1 && rd_exmem != 5'd0 && rt_idex == rd_exmem)
        forwardb <= 2'b01;
    else if(RegWrite_wb == 1'b1 && rt_idex == rd_memwb && rd_memwb != 5'd0 && (!((RegWrite_mem)&&(rd_exmem!=0)&&(rt_idex == rd_exmem))) )
        forwardb <= 2'b10;
    else
        forwardb <= 2'b00;
end
endmodule

==> impl_metrics.py <==
# Flow results
metrics = {
    "outcome": {
        "status": "completed",
    },
    "grt": {
        "antenna_found_initial": 0,
        "grt_overflow_total": 0,
        "grt_max_degree": 4,
        "grt_pass1_wl_mm": 1.87,
        "grt_pass1_vias": 371,
        "grt_usage_pct": 3.76,
    },
    "yosys": {
        "ys_top_cells_by_area": "xnor2_1 (34%), xor2_1 (34%), nand3_1 (7.8%)",
        "top_cells_by_count": "xnor2_1 (10), xor2_1 (10), nand3_1 (4), nor3_1 (4)",
        "top_cell_area_share_pct": 34.1,
        "synthDistinctLibCells": 8,
        "largest_area_cell": "xnor2_1",
        "netlist_area_um2": 256,
        "synth_chip_area_um2": 256,
        "ys_cells": 34,
        "ys_warn_count": 1,
        "syn_avg_cell_area_um2": 7.54,
        "syn_inst": 34,
        "postSynthSeqShare_pct": 0,
    },
    "power_and_ir_drop": {
        "seqPwrFrac_pct": 0,
        "clkPwrFrac_pct": 0,
        "vdd_drop_max_mv": 0.0191,
        "p_leak_nw": 0.249,
        "p_switching_w": 0.0000252,
        "p_per_area_nw_per_um2": 111,
        "swShare_pct": 34.8,
        "internal_power_w": 0.0000473,
        "power_frac_comb_pct": 100.0,
    },
    "detailed_routing": {
        "viasPerCell": 3.05,
        "vias": 354,
        "drt_iter0_markers": 8,
        "antennaDiodeCount": 0,
        "drc": 0,
        "wire_per_inst_um": 10.9,
        "wl_mm": 1.27,
        "ant_nets": 0,
        "firstDrtPassIters": 2,
    },
    "worst_setup_path": {
        "required_ns": 2.56,
        "crit_type": "in -> out",
        "worstSetupStartpointType": "input pin",
        "cp_data_arrival_time_ns": 2.42,
        "end_kind": "output port",
        "worstPathMaxFanout": 2,
    },
    "layout": {
        "final_cells": 116,
        "drive_above_1_share_pct": 15.7,
        "final_core_util_pct": 19.0,
        "nClkBuffers": 0,
        "fill_cells": 390,
        "syn2layout_area_growth_pct": 154,
        "fin_area_um2": 651,
        "ff_count": 0,
        "register_area_um2": 0,
    },
    "timing": {
        "fin_crit_sh_pct": 95.7,
        "slew-limit-headroom_pct": 72.1,
        "hold_viol": 0,
        "timing.setup.tns_ns": 0,
        "setup_ws_ns": 0.137,
        "worst_slew_pin_slew_ns": 0.414,
        "setup_viol": 0,
        "drv_slew": 0,
        "rsz0062_at_grt": "false",
        "final.min_clock_period_ns": 3.06,
        "max_clock_freq_ghz": 0.326,
    },
    "placement": {
        "place_ws_ns": -0.0453,
        "dpl.cell_count": 116,
        "hpwl_mm": 1.21,
        "io_buffers": 26,
        "place_congestion": 0.744,
        "placed_area_um2": 649,
    },
    "clocking": {
        "cts_hold_buffers": 0,
    },
    "floorplan": {
        "initCoreUtil_pct": 7.51,
        "dieArea_um2": 6400,
        "ios": 26,
        "num_rows": 21,
        "core_area_um2": 3420,
        "die_w_um": 80,
        "die_h_um": 80,
    },
    "min_path": {
        "hp-class": "in -> out",
    },
    "run": {
        "drv_cap": 0,
        "warnings": 32,
    },
}
## what timing repair did
| action | in CTS | in global routing |
|---|---|---|
| pin swaps | 1 | 1 |
| gates resized | 1 | 1 |
| setup buffers | 0 | 0 |
| endpoints found under the setup margin | 1 | 1 |
## metrics by stage
| step | hold slack (ns) | power (W) |
|---|---|---|
| 2_1_floorplan | 1.36 | 0.0000234 |
| 3_3_place_gp | 2.33 | 0.0000731 |
| 3_5_place_dp | 2.32 | 0.0000732 |
| 4_1_cts | 2.16 | 0.0000735 |
| 5_1_grt | 2.07 | 0.0000783 |
| 6_report | 2.02 | 0.0000725 |
## final timing paths
check         from     endpoint  cells after the start
min    RegWrite_wb  forwardb[1]                      5
max    rd_exmem[3]  forwardb[0]                      6
## cell type report
type / instances / area (µm²) / share of cell area, %
tap: 46 / 57.6 / 8.85
multi-input combinational: 34 / 256 / 39.4
timing repair buffer: 36 / 337 / 51.7
## layout by cell type, fill, tap and decap left out
cell / n
or4_1: 2
dlygate4sd2_1: 1
nand3_1: 4
buf_4: 10
nor4_1: 2
clkdlybuf4s50_1: 24
nor3_1: 4
o21ai_2: 1
xor2_1: 10
xnor2_1: 10
o21ai_0: 1
dlymetal6s2s_1: 1
## power groups by stage
stage                 Sequential, W  Combinational [W]  Clock, W
final                             0          0.0000725         0
after global routing              0          0.0000783         0
after CTS                         0          0.0000735         0
## critical path: stages
cell and delay [ns]:
clkdlybuf4s50_1 0.43, buf_4 0.16, xor2_1 0.15, nor4_1 0.41, buf_4 0.18, clkdlybuf4s50_1 0.45
## cells by family after synthesis
group           Yosys count  share of synthesized area (%)
simple gates             12                           26.3
xor+xnor                 20                           68.3
compound gates            2                           5.36
## routing by layer
metal / global-route usage, % / routed length (µm) / up-vias
li1: - / - / 195
met1: 4.48 / 518 / 150
met2: 7.22 / 673 / 9
met3: 0.568 / 77 / 0
met4: 0 / 0 / 0
met5: 0 / 0 / -
Power and IR drop assume default switching activity.
