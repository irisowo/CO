**flow/run.sh**
```bash
#!/bin/bash
# OpenROAD 26Q1-2900-gdf79404cd8, Yosys 0.63+post, stock flow scripts
make -C /OpenROAD-flow-scripts/flow DESIGN_CONFIG=/design/flow/config.mk WORK_HOME=/design/flow/orfs finish
```
**flow/config.mk**
```make
export PLATFORM = sky130hd
export DESIGN_NAME = alu
export DESIGN_NICKNAME = alu
export VERILOG_FILES = /design/flow/design.v
export SDC_FILE = /design/flow/constraint.sdc
export NUM_CORES = 4
export LEC_CHECK = 1
export CORE_UTILIZATION = 30
```
**flow/constraint.sdc**
```tcl
current_design alu

set clk_period 1.0
set clk_io_pct 0.2

create_clock -name clk0 -period $clk_period [get_ports {clk}]

set non_clock_inputs [all_inputs -no_clocks]
set_input_delay [expr $clk_period * $clk_io_pct] -clock clk0 $non_clock_inputs
set_output_delay [expr $clk_period * $clk_io_pct] -clock clk0 [all_outputs]
```
**flow/design.v**
```verilog
`timescale 1ns/1ps
module alu(
           clk,            
           rst_n,          
           src1,           
           src2,           
           ALU_control,    
           result,         
           zero,           
           cout,           
           overflow        
           );
input           clk;
input           rst_n;
input  [32-1:0] src1;
input  [32-1:0] src2;
input   [4-1:0] ALU_control;
output [32-1:0] result;
output          zero;
output          cout;
output          overflow;
reg    [32-1:0] result;
reg             zero;
reg             cout;
reg             overflow;
wire   [32-1:0] cout_; 	 
wire   [32-1:0] result_; 	 
wire		set; 	 	        
wire    overflow_;
alu_top a0(.src1(src1[0]), 
           .src2(src2[0]), 
            .less(set), 
           .A_invert(ALU_control[3]), 
           .B_invert(ALU_control[2]), 
           .cin(ALU_control[2]), 
           .operation(ALU_control[1:0]), 
           .result(result_[0]), 
           .cout(cout_[0]));
alu_top a1(src1[ 1], src2[ 1], 1'b0, ALU_control[3], ALU_control[2], cout_[ 0], ALU_control[1:0], result_[ 1], cout_[ 1]),
        a2(src1[ 2], src2[ 2], 1'b0, ALU_control[3], ALU_control[2], cout_[ 1], ALU_control[1:0], result_[ 2], cout_[ 2]),
        a3(src1[ 3], src2[ 3], 1'b0, ALU_control[3], ALU_control[2], cout_[ 2], ALU_control[1:0], result_[ 3], cout_[ 3]),
        a4(src1[ 4], src2[ 4], 1'b0, ALU_control[3], ALU_control[2], cout_[ 3], ALU_control[1:0], result_[ 4], cout_[ 4]),
        a5(src1[ 5], src2[ 5], 1'b0, ALU_control[3], ALU_control[2], cout_[ 4], ALU_control[1:0], result_[ 5], cout_[ 5]),
        a6(src1[ 6], src2[ 6], 1'b0, ALU_control[3], ALU_control[2], cout_[ 5], ALU_control[1:0], result_[ 6], cout_[ 6]),
        a7(src1[ 7], src2[ 7], 1'b0, ALU_control[3], ALU_control[2], cout_[ 6], ALU_control[1:0], result_[ 7], cout_[ 7]),
        a8(src1[ 8], src2[ 8], 1'b0, ALU_control[3], ALU_control[2], cout_[ 7], ALU_control[1:0], result_[ 8], cout_[ 8]),
        a9(src1[ 9], src2[ 9], 1'b0, ALU_control[3], ALU_control[2], cout_[ 8], ALU_control[1:0], result_[ 9], cout_[ 9]),
        a10(src1[10], src2[10], 1'b0, ALU_control[3], ALU_control[2], cout_[ 9], ALU_control[1:0], result_[10], cout_[10]),
        a11(src1[11], src2[11], 1'b0, ALU_control[3], ALU_control[2], cout_[10], ALU_control[1:0], result_[11], cout_[11]),
        a12(src1[12], src2[12], 1'b0, ALU_control[3], ALU_control[2], cout_[11], ALU_control[1:0], result_[12], cout_[12]),
        a13(src1[13], src2[13], 1'b0, ALU_control[3], ALU_control[2], cout_[12], ALU_control[1:0], result_[13], cout_[13]),
        a14(src1[14], src2[14], 1'b0, ALU_control[3], ALU_control[2], cout_[13], ALU_control[1:0], result_[14], cout_[14]),
        a15(src1[15], src2[15], 1'b0, ALU_control[3], ALU_control[2], cout_[14], ALU_control[1:0], result_[15], cout_[15]),
        a16(src1[16], src2[16], 1'b0, ALU_control[3], ALU_control[2], cout_[15], ALU_control[1:0], result_[16], cout_[16]),
        a17(src1[17], src2[17], 1'b0, ALU_control[3], ALU_control[2], cout_[16], ALU_control[1:0], result_[17], cout_[17]),
        a18(src1[18], src2[18], 1'b0, ALU_control[3], ALU_control[2], cout_[17], ALU_control[1:0], result_[18], cout_[18]),
        a19(src1[19], src2[19], 1'b0, ALU_control[3], ALU_control[2], cout_[18], ALU_control[1:0], result_[19], cout_[19]),
        a20(src1[20], src2[20], 1'b0, ALU_control[3], ALU_control[2], cout_[19], ALU_control[1:0], result_[20], cout_[20]),
        a21(src1[21], src2[21], 1'b0, ALU_control[3], ALU_control[2], cout_[20], ALU_control[1:0], result_[21], cout_[21]),
        a22(src1[22], src2[22], 1'b0, ALU_control[3], ALU_control[2], cout_[21], ALU_control[1:0], result_[22], cout_[22]),
        a23(src1[23], src2[23], 1'b0, ALU_control[3], ALU_control[2], cout_[22], ALU_control[1:0], result_[23], cout_[23]),
        a24(src1[24], src2[24], 1'b0, ALU_control[3], ALU_control[2], cout_[23], ALU_control[1:0], result_[24], cout_[24]),
        a25(src1[25], src2[25], 1'b0, ALU_control[3], ALU_control[2], cout_[24], ALU_control[1:0], result_[25], cout_[25]),
        a26(src1[26], src2[26], 1'b0, ALU_control[3], ALU_control[2], cout_[25], ALU_control[1:0], result_[26], cout_[26]),
        a27(src1[27], src2[27], 1'b0, ALU_control[3], ALU_control[2], cout_[26], ALU_control[1:0], result_[27], cout_[27]),
        a28(src1[28], src2[28], 1'b0, ALU_control[3], ALU_control[2], cout_[27], ALU_control[1:0], result_[28], cout_[28]),
        a29(src1[29], src2[29], 1'b0, ALU_control[3], ALU_control[2], cout_[28], ALU_control[1:0], result_[29], cout_[29]),
        a30(src1[30], src2[30], 1'b0, ALU_control[3], ALU_control[2], cout_[29], ALU_control[1:0], result_[30], cout_[30]);
alu_bottom a31(.src1(src1[31]), 
               .src2(src2[31]), 
               .less(1'b0),  
               .A_invert(ALU_control[3]), 
               .B_invert(ALU_control[2]), 
               .cin(cout_[30]), 
               .operation(ALU_control[1:0]),
               .result(result_[31]), 
               .cout(cout_[31]),
               .set(set),
               .overflow(overflow_));
always@( posedge clk or negedge rst_n) 
begin
	if(!rst_n) begin
		result    <= 1'b0;
  		zero      <= 1'b0;
		cout      <= 1'b0;
    	overflow  <= 1'b0;
	end
	else begin
		result <= result_;
        zero <= (result_ == 0)?1:0;
		overflow <= overflow_;
		cout <= ((ALU_control == 4'b0010) || (ALU_control == 4'b0110))?cout_[31]:0;
	end
end
endmodule
`timescale 1ns/1ps
module alu_bottom(
               src1,        
               src2,        
               less,        
               A_invert,    
               B_invert,    
               cin,         
               operation,   
               result,      
               cout,        
               set,
               overflow
               );
input         src1;
input         src2;
input         less;
input         A_invert;
input         B_invert;
input         cin;
input [2-1:0] operation;
output        result;
output        cout;
output        set;
output        overflow;
reg           a;
reg           b;
reg           result;
reg           cout;
reg           set;
reg           overflow;
always@(*)begin
    a = src1 ^ A_invert;
    b = src2 ^ B_invert;
    {cout, result} = a+b+cin;
    set = result;
    overflow = 0;
    case(operation)
	 2'b00:
	 begin
	    result = a&b;
	    cout = 0;
	 end
	 2'b01:
	 begin
	    result = a|b;
	    cout = 0;
	 end
	 2'b10:
	 begin
	    {cout, result} = a+b+cin;
            if ( a==b && result!=1)
                overflow = 1;
            else if ( a==0 && b==0 && result!=0)
                 overflow = 1;
            else
                 overflow = 0;
	 end
	 2'b11:
	 begin
	    result = less;
	 end 
    endcase 
end
endmodule
`timescale 1ns/1ps
module alu_top(
               src1,        
               src2,        
               less,        
               A_invert,    
               B_invert,    
               cin,         
               operation,   
               result,      
               cout        
               );
input         src1;
input         src2;
input         less;
input         A_invert;
input         B_invert;
input         cin;
input [2-1:0] operation;
output        result;
output        cout;
reg           result;
reg           cout;
reg           a;
reg           b;
always@(*)
begin
    a = src1 ^ A_invert;
    b = src2 ^ B_invert;
	case(operation)
	   2'b00:
	   begin
	      result = a&b;
	      cout = 0;
	   end
	   2'b01:
	   begin
	      result = a|b;
	      cout = 0;
	   end
	   2'b10:
	   begin
	      {cout, result} = a+b+cin;
	   end
	   2'b11:
	   begin
	      result = less;
	      cout = (a&b) | (a&cin) | (b&cin); 
	   end 
	endcase
end
endmodule
```
==> results.txt <==
Results of the flow run.

The final critical-path setup slack stands at -20320 ps. In the final layout, the share of cells above drive strength 1 is 43.3%. For this run, the final setup violation count is recorded as 35. The deepest clock path buffer count stands at 2. The number of enable-type register cells in the synthesized netlist stands at 0. The floorplan row count stands at about 45. The most numerous cell type found on the critical path is sky130_fd_sc_hd__fa_2. The flow ran to the end, but the final reports show violations. The post-synthesis adder-cell area fraction stands at 28.6%. The required time at the endpoint of the critical path stands at 1170 ps.

The via density per instance stands at 4.58. The chip area from the yosys synthesis statistics stands at 4780 µm². The detailed router finished its first iteration with 160 violations.

Among all flip-flop cells after synthesis, the most frequent one is sky130_fd_sc_hd__dfrtp_1. At the end of routability-driven placement, the weighted congestion stood at 0.870. Looking at the clock tree report, the root buffer type is sky130_fd_sc_hd__clkbuf_16. The residual antenna-violating net count after detailed routing stands at 0.

The number of antenna violations at the first check in global routing stands at 0. The worst setup path is captured at a register. The report shows a maximum critical-path fanout of 2.

The total vias in the final route stands at 4498. The cell count in the Yosys report stands at approximately 550. The floorplan die height stands at between 100 and 150 µm. The first TritonRoute pass finished after 4 iterations. Summing over the stages, the warning tally comes to 61. The worst setup path is launched from an input pin.

Checking max transition, the worst relative margin is 66.6%. The cell area that synthesis handed to floorplanning was ~4800 µm². The critical path in this run is classified as in2reg.

The worst-case hold slack stands at -141 ps. Data arrives at the worst endpoint at 21490 ps. Global routing used 18.3% of the available tracks. Summed over all cells, the static leakage comes to 0.00357 µW. The worst VDD IR drop from the latest analysis is 0.676 mV. The final routed DRC violation total stands at 0. The flow measured a signed area growth from synthesis to layout of 58.4%.

The final hold violation count recorded for this run is 35. The checks that failed: negative hold slack, negative setup slack. The setup TNS after final layout stands at -385520 ps. After detailed routing, the total wire length is 14.1 mm. The count of input and output buffers stands at 104. TritonCTS reports the number of clock sinks as 35. During I/O placement, the number of pins put on the boundary was 105. The timing report gives the clock slew at the launch and capture registers of the worst setup and hold paths as 70 ps. The part of the Yosys area used for sequential elements stands at between 10% and 20%. At the placement stage, the worst setup path has a slack of -20980 ps. After technology mapping, the gate count stands at 550.

Per the cell usage report, the commonest logic cell in the layout is sky130_fd_sc_hd__buf_4. In this run the power density over the cells is 1000 nW/µm². For this run, the number of Yosys warnings is 3.

The tightest min-delay check is of the in2async type. The overall power after layout stands at 7600 µW. Of the total synthesized cell area, the portion taken by XOR and XNOR cells is about an eighth. The post-synth register bit count is 35. The deepest level of the CTS H-tree stands at 2.

Leaving out fill and tap cells, the most frequent cells in the layout are sky130_fd_sc_hd__buf_4 (114), sky130_fd_sc_hd__inv_1 (97), sky130_fd_sc_hd__fa_2 (60), sky130_fd_sc_hd__clkdlybuf4s50_1 (60), sky130_fd_sc_hd__nand2_1 (42). TritonCTS built the clock tree. The routed design ends up with an antenna cell count of 0. The first-pass GRT wire length stands at 22.7 mm. The largest stage delay on the critical path stands at roughly 500 ps. After synthesis, the largest family of logic cells by area is adder cells. The pin closest to its max-slew limit shows a slew of between 500 and 600 ps. On the critical path the largest part of the delay comes from adder cells. The average routed wire per standard cell stands at 14.3 µm. The largest individual stage delay along the critical path comes from the cell sky130_fd_sc_hd__fa_1.

Global routing finished with a remaining overflow of 0. For the finished layout, the period the worst path requires is 21320 ps. The largest net degree at the start of global routing stands at 70. The horizontal extent of the die stands at about 130 µm.

The post-route clock period utilization stands at 2130%. The total area inside the core boundary comes to around 15000 µm². The number of pins exceeding their max-slew limit in the final report stands at 0. Setup repair after global routing could not meet its margin everywhere. The effective utilization at floorplan stands at 31.1%. The fraction of registers with async set or reset after synthesis stands at 100%. The worst path buffer plus inverter count stands at 19. For reference, the post-synthesis area per instance comes to 8.68 µm².

The total clock buffers created by CTS stands at 5. The maximum clock rate stands at ~47 MHz. The count of unique library cells instantiated by Yosys stands at approximately 46. The via count of the first global-routing pass came to ~4700. Of the total synthesized cell area, the portion taken by AND-OR and OR-AND cells is 16.2%.

The die covers 16400 µm². The estimated wirelength of the detail-placed design stands at 10.2 mm. Across the run, the number of max-cap violations was 0. The multiplexer share of the synthesized area stands at less than 1%. Summing the areas of all and, or, nand and nor instances in the mapped netlist gives 12.3% of the synthesized area.
## worst max-delay path by stage
stage,start,to,depth (start not counted)
global route,src1[0],zero,100
CTS,src1[0],zero,99
finish,src1[0],zero,100
## state kept, by name (all words and copies together) (netlist names)
signal	cells
overflow	1
zero	1
result	32
cout	1
## per-stage QoR
step | cell area, µm² | cells | hold slack, ps | utilization, %
4_1_cts | 7430 | 976 | -130 | 48.3
5_1_grt | 7560 | 983 | -119 | 49.2
3_5_place_dp | 6910 | 950 | 183 | 45.0
6_report | 7560 | 983 | -141 | 49.2
3_3_place_gp | 6910 | 950 | 180 | 45.0
2_1_floorplan | 4960 | 550 | -95.6 | -
## cell usage after synthesis (2+ instances only)
master,instances,share of area [%]
sky130_fd_sc_hd__or3_1,3,0.39
sky130_fd_sc_hd__a21oi_1,8,0.84
sky130_fd_sc_hd__nor2_1,5,0.39
sky130_fd_sc_hd__nor4_1,6,0.79
sky130_fd_sc_hd__fa_1,61,26
sky130_fd_sc_hd__and3_1,9,1.2
sky130_fd_sc_hd__nor2b_1,2,0.26
sky130_fd_sc_hd__nand3b_1,2,0.31
sky130_fd_sc_hd__inv_1,106,8.3
sky130_fd_sc_hd__ha_1,2,0.52
sky130_fd_sc_hd__o22ai_1,5,0.65
sky130_fd_sc_hd__o211a_1,23,4.8
sky130_fd_sc_hd__nand4_1,2,0.26
sky130_fd_sc_hd__xor2_1,36,6.6
sky130_fd_sc_hd__nor3_1,13,1.4
sky130_fd_sc_hd__a22oi_1,5,0.79
sky130_fd_sc_hd__clkbuf_1,20,1.6
sky130_fd_sc_hd__buf_2,5,0.52
sky130_fd_sc_hd__nand3_1,3,0.31
sky130_fd_sc_hd__o21ai_0,61,6.4
sky130_fd_sc_hd__buf_6,6,1.4
sky130_fd_sc_hd__xnor2_1,26,4.8
sky130_fd_sc_hd__a221oi_1,2,0.37
sky130_fd_sc_hd__xnor2_2,2,0.68
sky130_fd_sc_hd__dfrtp_1,35,18
sky130_fd_sc_hd__and2_1,7,0.92
sky130_fd_sc_hd__nand2_1,62,4.9
sky130_fd_sc_hd__maj3_1,12,2.5
sky130_fd_sc_hd__o221ai_1,4,0.73
## report_power, final
group | total, µW | switching, µW | leakage (µW) | internal (µW)
Clock | 1720 | 652 | 0.0000772 | 1060
Combinational | 4210 | 2030 | 0.00305 | 2180
Sequential | 1670 | 53.9 | 0.000437 | 1620
## routing by layer
metal  routed length (µm)  vias to the layer above  track usage [%]
met5                    0                        -                0
met4                  159                        0             2.28
met3                 1110                       12             5.19
met2                 6700                      131             30.0
met1                 6100                     2169             25.3
li1                     -                     2186                -
## kinds of logic (layout without fill, tap and decap cells)
logic type / Yosys count / in the layout
DFF: 35 / 35
AOI/OAI and AO/OA: 116 / 116
adders and majority gates: 75 / 75
muxes: 1 / 1
xor gates and xnor gates: 64 / 64
buffers and inverters: 139 / 361
and+or+nand+nor: 120 / 120
## what timing repair did
item                       in CTS  in global routing
setup endpoints to repair      70                 42
gates cloned                    3                  2
pin swaps                      21                 18
resized                       215                 43
setup buffers                  17                 15
hold endpoints to repair       35                 35
## area by class of cell
class                   instances  area [µm²]
fillers                      1351        7810
multi-input cells             376        3720
flip-flops and latches         35         876
clock buffers                   8         156
well taps                     211         264
inverters                     106         398
repair buffers                247        2150
Power figures rest on the tool's default switching activity, not on a simulated workload.
